--- design/flow/run.sh ---
#!/bin/bash
# OpenROAD 26Q1-2900-gdf79404cd8, Yosys 0.63+post, stock flow scripts
make -C /OpenROAD-flow-scripts/flow DESIGN_CONFIG=/design/flow/config.mk WORK_HOME=/design/flow/orfs finish
--- design/flow/config.mk ---
export PLATFORM = sky130hd
export DESIGN_NAME = top
export DESIGN_NICKNAME = top
export VERILOG_FILES = /design/flow/design.v
export SDC_FILE = /design/flow/constraint.sdc
export NUM_CORES = 4
export LEC_CHECK = 1
export CORE_AREA = 10 10 75 75
export DIE_AREA = 0 0 85 85
--- design/flow/design.v ---
module read_write_control (pclk,
                           presetn,
			   pwrite,
			   psel,
			   penable,
			   paddr,
			   pwdata,
			   prdata,
			   pready,
			   pslverr,
			   load,
			   en,
			   up_down,
			   cks,
			   reg_tdr,
			   ovf,
			   udf
			  );
  input wire pclk,presetn,pwrite,psel,penable;
  input wire [7:0] paddr,pwdata;
  output wire pready,pslverr;
  output reg [7:0] prdata;
  input wire ovf, udf;
  output wire load, en, up_down;
  output reg [7:0] reg_tdr;
  output wire [1:0] cks;
  reg [7:0] reg_tcr;
  reg [2:0] psel_reg;
  wire apb_wr_en;
  wire apb_rd_en;
  reg s_ovf, s_udf;
  assign load = reg_tcr[7];
  assign up_down = reg_tcr[5];
  assign en = reg_tcr[4];
  assign cks = reg_tcr[1:0];
  assign pready = 1'b1;
  assign pslverr = 1'b0;
  assign apb_wr_en = pwrite & penable & pready;   
  assign apb_rd_en = (~pwrite) & penable & pready;   
  always @(paddr or psel or psel_reg)
  begin
  if(psel==0)
    psel_reg = 3'b000;
  else
    case(paddr[1:0])
      2'b00: psel_reg = 3'b001;
      2'b01: psel_reg = 3'b010;
      2'b10: psel_reg = 3'b100;
      default: psel_reg = 3'b000;
    endcase
  end
  always @(paddr or psel or apb_rd_en)
  begin
  if(!(psel && apb_rd_en))
    prdata = 8'b0000_0000;
  else
    case(paddr[1:0])
      2'b00: prdata = reg_tcr;
      2'b01: prdata = reg_tdr;
      2'b10: prdata = {6'h0,s_udf,s_ovf};
      default: prdata = 8'b0000_0000;
    endcase
  end
  always @(posedge pclk or negedge presetn)
  begin
    if(presetn==0)
      reg_tcr <= 8'h00;
    else if(psel_reg[0] && apb_wr_en)
      reg_tcr <= {pwdata[7],1'b0,pwdata[5:4],2'b00,pwdata[1:0]};
    else
      reg_tcr <= reg_tcr;
  end
  always @(posedge pclk or negedge presetn)
  begin
    if(presetn==0)
      reg_tdr <= 8'h00;
    else if(psel_reg[1] && apb_wr_en)
      reg_tdr <= pwdata;
    else
      reg_tdr <= reg_tdr;
  end
  always @(posedge pclk or negedge presetn)
  begin
    if(presetn==0)
      s_ovf <= 1'b0;
    else if(ovf)
           s_ovf <= 1'b1;
    else if(psel_reg[2] && apb_wr_en) begin
      if(pwdata[0] == 0)
        s_ovf <= 1'b0;
      else
        s_ovf <= s_ovf;
    end
  end
  always @(posedge pclk or negedge presetn)
  begin
    if(presetn==0)
      s_udf <= 1'b0;
    else if(udf)
           s_udf <= 1'b1;
    else if(psel_reg[2] && apb_wr_en) begin
      if(pwdata[0] == 0)
        s_udf <= 1'b0;
      else
        s_udf <= s_udf;
    end
  end
endmodule  
module timer (clk,pclk,presetn,load,en,up_down,cks,reg_tdr,ovf,udf);
  input wire [3:0] clk;
  input wire pclk, presetn, en, load, up_down;
  input wire [7:0] reg_tdr;
  input wire [1:0] cks;
  output wire ovf;
  output wire udf;
  reg clk_in;
  reg clk_dly;   
  wire clk_out;   
  reg [7:0] cnt;  
  reg udf_t = 1'b0;  
  always @(clk or cks) begin
    case(cks)
      2'b00: clk_in = clk[0];
      2'b01: clk_in = clk[1];
      2'b10: clk_in = clk[2];
      2'b11: clk_in = clk[3];
    endcase
  end
  always @(posedge pclk) begin
    clk_dly <= clk_in;
  end
  assign clk_out = (~clk_dly) & clk_in;
  always @(posedge pclk) begin
    if(!presetn) cnt <= 8'h00;
    else begin  
      if(load) begin 
        cnt <= reg_tdr;
	udf_t <= 1'b1;
      end
      else if(!en)  
           cnt <= cnt;
      else if(!clk_out)  
	   cnt <= cnt;
	   else if(up_down)  
		  cnt <= cnt - 1'b1;  
		else
		  cnt <= cnt + 1'b1;   
    end
  end
  assign ovf = (clk_out == 1'b1) & (cnt == 8'hff) & (!up_down);
  always @(posedge up_down) begin
    if(!udf_t)
      cnt <= 8'hff;
    else begin
      cnt <= cnt;
      udf_t <= 1'b0;
    end
  end
  assign udf = (clk_out == 1'b1) & (cnt == 8'h00) & (up_down);
endmodule
module top(clk,pclk,presetn,psel,pwrite,penable,paddr,pwdata,prdata,pready,pslverr);
  input wire [3:0] clk;
  input wire pclk, presetn,psel,pwrite,penable;
  input wire [7:0] paddr, pwdata;
  output wire [7:0] prdata;
  output wire pready, pslverr;
  wire load, en, up_down, ovf, udf;
  wire [7:0] reg_tdr;
  wire [1:0] cks;
  read_write_control rw_ctrl (
                              .pclk(pclk),
			      .presetn(presetn),
			      .psel(psel),
			      .pwrite(pwrite),
			      .penable(penable),
			      .paddr(paddr),
			      .pwdata(pwdata),
			      .prdata(prdata),
			      .pready(pready),
			      .pslverr(pslverr),
			      .load(load),
			      .en(en),
			      .up_down(up_down),
			      .cks(cks),
			      .reg_tdr(reg_tdr),
			      .ovf(ovf),
			      .udf(udf)
			     );
  timer tmr (.clk(clk),
             .pclk(pclk), 
             .presetn(presetn),
             .load(load),
             .en(en),
	     .up_down(up_down),
	     .cks(cks),
	     .reg_tdr(reg_tdr),
	     .ovf(ovf),
	     .udf(udf)
	   );
endmodule
--- design/flow/constraint.sdc ---
current_design top

set clk_period 2.4
set clk_io_pct 0.2

create_clock -name clk0 -period $clk_period [get_ports {pclk}]

set non_clock_inputs [all_inputs -no_clocks]
set_input_delay [expr $clk_period * $clk_io_pct] -clock clk0 $non_clock_inputs
set_output_delay [expr $clk_period * $clk_io_pct] -clock clk0 [all_outputs]
==> flow_summary.toml <==
# implementation run metrics
[final_layout]
combGateArea_um2 = 405
layout-drive-gt1-share_pct = 34.3
layout-area-overhead-vs-synth_pct = 58.2
fill_cells = 400
fin_area_um2 = 1220
post-route-util_pct = 30.2
seq_area_um2 = 370

[pwr]
combPwrFrac_pct = 21.9
swShare_pct = 23.7
p_seq_share_pct = 50.0
p_switching_w = 0.000164
intPower_w = 0.000530
power_density_nw_per_um2 = 566
ir_drop_mv = 0.178
cellLeakagePower_nw = 0.593
pwr-share-clk_pct = 28.0
total_power_w = 0.000694

[critical_path]
reg2regPathDepth = 3
path_depth = 6
end_kind = "output pin"
r2r_slack_ps = 1250
start_kind = "input port"
reg2reg_from = "rw_ctrl.reg_tcr[0]$_DFFE_PN0P_"
max_stage_delay_ps = 470
startpoint = "psel"
endpoint = "prdata[7]"
arrival_ps = 1830
cp_num_buf_inv = 3
crit_required_ps = 1920
crit_slowest_cell = "clkdlybuf4s50_1"
critPathMaxFanout = 3
critPathKind = "in2out"
crit_chain = "clkdlybuf4s50_1, nand2_2, or3_4, buf_4, nor2_2, clkdlybuf4s15_1"
critPathTopFamily = "buffers and inverters"
timing.rr.end = "rw_ctrl.s_ovf$_DFFE_PN0P_"

[clocking]
clk_path_buf_depth = 2
htreeDepth = 1
clkSinkCount = 15
clock-root-buffer = "clkbuf_8"
tritoncts = "done"
cts_made_buffers = 3
path_clk_slew_ps = 60
clk_latency_ps = 240
hold_buffers = 0

[timing]
finClkSkew_ps = 5.35
fin_hold_ws_ps = 494
layout_min_cycle_time_ps = 2310
rsz0062_at_grt = "no"
fmax_mhz = 432
layout_setup_ws_ps = 86.0
final_max_slew_viol_count = 0
hold_viol_final = 0
slew_headroom_pct = 59.8
worst_slew_pin_slew_ps = 601
fin_crit_sh_pct = 96.4
setup_viol_count_final = 0

[logic_synthesis]
synth-seq-cells = 15
yosys-stat-area_um2 = 774
synth.distinct_cells = 20
syn_inst = 62
syn_area_um2 = 774
ys_warn_count = 20
ys_cells = 62
ys_seq_share_pct = 47.8
synth.avg_cell_area_um2 = 12.5

[drt]
wl_per_cell_um = 13.2
wirelength_mm = 1.97
num_antenna_cells = 0
route.detailed.drc = 0
num_vias = 610
routed_via_density = 4.09
ant_nets = 0
drt_iter0_drc = 72
first_pass_iters = 4

[global_routing]
grt_antenna_before_repair = 0
grt_pass1_wl_mm = 3.22
grt_max_degree = 15
gr-total-overflow = 0
track_usage_pct = 5.43
grt_pass1_vias = 658

[placed_design]
placement.cell_area_um2 = 1130
io_buffer_count = 26
gp_congestion = 0.745
place_hpwl_mm = 1.58
preCtsSetupSlack_ps = -150

[run_status]
status = "finished, final reports clean"

[floorplan]
die_area_um2 = 7230
io_pins = 35
core_area_um2 = 4060
die_y_um = 85
die_width_um = 85
placementRows = 23
fp_util_pct = 19.1

[flow_run]
warnings = 32
maxCapViolCount = 0

[hold_path]
hp-class = "reg2reg"
min-delay-start = "rw_ctrl.s_ovf$_DFFE_PN0P_"
## cells in the final DEF (no fill, tap or decap)
| master | n |
|---|---|
| dfxtp_1 | 1 |
| nand2_1 | 1 |
| clkbuf_8 | 3 |
| nor2_2 | 2 |
| nor4_1 | 1 |
| conb_1 | 2 |
| dfrtp_1 | 14 |
| nand2b_4 | 1 |
| a211o_1 | 1 |
| nor3_2 | 2 |
| clkbuf_1 | 1 |
| mux2i_1 | 8 |
| mux2_2 | 13 |
| clkdlybuf4s15_1 | 1 |
| nand3b_1 | 1 |
| nor4b_4 | 1 |
| o21a_1 | 1 |
| dlygate4sd2_1 | 5 |
| or3_4 | 1 |
| nor2_1 | 2 |
| or4b_1 | 1 |
| clkdlybuf4s50_1 | 15 |
| dlymetal6s2s_1 | 5 |
| buf_4 | 10 |
| and2_1 | 3 |
| nand2_2 | 1 |
| nor3_1 | 1 |
| nor4b_1 | 1 |
## kinds of logic after synthesis
kind of cell,count (synthesis),synth area share (%)
AND/OR/NAND/NOR,19,16.5
other,2,0.970
multiplexers,21,29.2
buffers and inverters,3,3.39
flip-flops,15,47.8
AND-OR/OR-AND,2,2.10
## repair_timing
| item | 4_1_cts | 5_1_grt |
|---|---|---|
| setup buffers | 2 | 0 |
| setup endpoints to repair | 8 | 4 |
| resized | 11 | 7 |
| pin swaps | 3 | 0 |
## per-layer routing
| layer | share of wire (%) | track usage, % | up-vias |
|---|---|---|---|
| li1 | - | - | 291 |
| met3 | 7.0 | 2.70 | 0 |
| met1 | 44 | 6.48 | 300 |
| met5 | 0 | 0 | - |
| met2 | 49 | 8.99 | 19 |
| met4 | 0 | 0.299 | 0 |
## Yosys cell counts
cell type | number | area share (%)
a211o_1 | 1 | 1.1
and2_1 | 3 | 2.4
buf_4 | 2 | 1.9
buf_6 | 1 | 1.5
conb_1 | 2 | 0.97
dfrtp_1 | 14 | 45
dfxtp_1 | 1 | 2.6
mux2_2 | 13 | 19
mux2i_1 | 8 | 10
nand2_1 | 2 | 0.97
nand2b_4 | 1 | 1.8
nand3b_1 | 1 | 0.97
nor2_1 | 4 | 1.9
nor3_1 | 1 | 0.65
nor3_2 | 2 | 2.6
nor4_1 | 1 | 0.81
nor4b_1 | 2 | 2.3
o21a_1 | 1 | 0.97
or3_1 | 1 | 0.81
or4b_1 | 1 | 1.3
## through the flow
stage | instances | setup TNS [ps]
2_1_floorplan | 62 | 0
5_1_grt | 149 | 0
6_report | 149 | 0
3_5_place_dp | 143 | -1030
3_3_place_gp | 143 | -1130
4_1_cts | 149 | -264
## registers in the layout, indices dropped and copies added, names as in the netlist
name and count:
rw_ctrl.s_ovf 1, rw_ctrl.reg_tdr 8, rw_ctrl.reg_tcr 5, tmr.clk_dly 1
## worst min-delay path by stage
stage / end / slack (ps) / cells past startpoint
4_1_cts: rw_ctrl.reg_tdr[3]$_DFFE_PN0P_ / 500 / 1
5_1_grt: rw_ctrl.s_ovf$_DFFE_PN0P_ / 520 / 1
6_report: rw_ctrl.s_ovf$_DFFE_PN0P_ / 490 / 1
## cell type report
type | instances | area share [%]
clock buffer | 4 | 3.68
tap | 50 | 5.11
multi-input combinational | 44 | 33.1
timing repair buffer | 36 | 27.9
sequential | 15 | 30.2
## power groups by stage
stage     Sequential (W)  Combinational, W  Clock (W)
4_1_cts         0.000348          0.000154   0.000202
6_report        0.000347          0.000152   0.000194
5_1_grt         0.000356          0.000166   0.000217
Power and IR drop assume default switching activity.
